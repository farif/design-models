===== design.v =====
module stopwatch1 (
    clk , 
    toggle,
    reset,     
    timer 
  ); 
  input clk;
  input toggle;
  input reset;
  output [3:0] timer ;
  wire clk ;
  wire toggle ;
  wire reset ;
  logic on;
  reg [3:0] timer;
 always @ (posedge clk) begin
    on <= $past(on) ^ toggle;
    if (reset == 1'b1) begin
      timer <=  4'b0000;
    end
    if (on && reset != 1'b1) begin
      timer <=  $past(timer) + 1;
    end
    if (!(on)  && reset == 1'b0) begin
      timer <=  $past(timer);
    end
 end
endmodule 

===== run.sh =====
#!/bin/bash
# OpenROAD 26Q1-2900-gdf79404cd8, Yosys 0.63+post, stock flow scripts
make -C /OpenROAD-flow-scripts/flow DESIGN_CONFIG=/design/flow/config.mk WORK_HOME=/design/flow/orfs finish

===== config.mk =====
export PLATFORM = sky130hd
export DESIGN_NAME = stopwatch1
export DESIGN_NICKNAME = stopwatch1
export VERILOG_FILES = /design/flow/design.v
export SDC_FILE = /design/flow/constraint.sdc
export NUM_CORES = 4
export LEC_CHECK = 1
export CORE_AREA = 10 10 70 70
export DIE_AREA = 0 0 80 80

===== constraint.sdc =====
current_design stopwatch1

set clk_period 1.6
set clk_io_pct 0.2

create_clock -name clk0 -period $clk_period [get_ports {clk}]

set non_clock_inputs [all_inputs -no_clocks]
set_input_delay [expr $clk_period * $clk_io_pct] -clock clk0 $non_clock_inputs
set_output_delay [expr $clk_period * $clk_io_pct] -clock clk0 [all_outputs]

==> qor.yml <==
timing.reg2reg.setup_slack_ns: 0.47
final_period_minus_worst_setup_slack_ns: 1.423
detail_route.vias_per_cell: 2.458
fraction_of_final_layout_cells_with_drive_strength_greater_than_1: 0.1892
critPathMaxFanout: 2
max_stage_delay_ns: 0.49
tritoncts: "built"
timing.hold.worst.class: "flip-flop to flip-flop"
h-tree-depth: 1
die_area_um2: 6400
critical_path.startpoint_type: "flip-flop"
result_of_the_run: "finished clean"
grt_antenna_before_repair: 0
yosys.stat.seqShare: 0.6833
stage_log_warnings: 25
die_y_um: 80
ys_cells: 24
grt_start_max_net_pins: 7
rows: 21
groute.layer.met3.usage: 0.02159
synth_area_per_cell_um2: 14.65
count_of_endpoints_failing_setup_in_the_final_report: 0
use_met2: 0.02568
rsz0062_at_grt: "false"
place.detailed.hpwl_um: 440.2
grt_util_all_layers: 0.02149
grt_pass1_wl_um: 1048
timing_hold_violations_final: 0
clk-insertion-delay-late_ns: 0.27
cp_data_required_time_ns: 1.28
root_buffer: "sky130_fd_sc_hd__clkbuf_4"
gpl_congestion: 0.6890
crit_path_end_kind: "output port"
yosysUniqueCellTypes: 14
top_usage_layer: "met1"
synthesis.area_um2: 351.6
ctsLongestPathBuffers: 2
tritoncts.num_buffers: 3
yosys_warnings: 1
cts.reportedPaths.clkPinSlew_ns: 0.07
synthesis.instances: 24
core_util_floorplan: 0.1029
total_power_of_the_final_layout_uw: 721.0
achievable-frequency_ghz: 0.7029
total_leakage_power_uw: 0.0002005
clock_sink_count: 10
placeableCoreArea_um2: 3416
final.setup.tns_ns: 0
io-pin-count: 7
syn2layout_area_growth_pct: 46.98
path_buffers: 1
max_cap_viol_count: 0
route.detailed.wl_per_inst_um: 7.434
drtIter0Drc: 5
vdd_drop_max_mv: 0.7359
globalRoute.totalOverflow: 0
antennaDiodeCount: 0
post-route-drc-count: 0
via_count_of_the_first_global_routing_pass: 222
worst_path_dominant_cell_family: "buffers and inverters"
numPortBuffers: 6
report.final.slew_viol_count: 0
yosysChipArea_um2: 351.6
crit_path_arrival_time_ns: 1.10
clock-skew-final_ns: 0.001442
first_pass_iters: 3
final_antenna_net_count: 0
drt-total-wl_um: 617
final_min_period_over_clock_period: 0.8892
total_of_hold_buffers_inserted_after_clock_tree_synthesis: 0
groute.layer.met1.usage: 0.02795
fin_hold_ws_ns: 0.3787
synth_flop_count: 10
dieWidth_um: 80
critical_path.cell_chain: "clkdlybuf4s50_1"
cts_resized: 0
commonest_cells_after_routing_fill_and_taps_aside: "sky130_fd_sc_hd__dfxtp_1 (6), sky130_fd_sc_hd__clkdlybuf4s50_1 (6), sky130_fd_sc_hd__edfxtp_1 (4), sky130_fd_sc_hd__conb_1 (4)"
vias: 204
cts.repair_timing.setup_buffer_count: 0
worstSetupPathType: "flip-flop to output port"
power_density_nw_per_um2: 1395
crit_slowest_cell: "sky130_fd_sc_hd__clkdlybuf4s50_1"
==> cell usage after synthesis <==
library cell | number | area (µm²)
sky130_fd_sc_hd__conb_1 | 1 | 3.750
sky130_fd_sc_hd__nor2_1 | 3 | 11.26
sky130_fd_sc_hd__nor2b_1 | 1 | 6.260
sky130_fd_sc_hd__nand4_2 | 1 | 12.51
sky130_fd_sc_hd__xor2_1 | 1 | 8.760
sky130_fd_sc_hd__ha_1 | 1 | 12.51
sky130_fd_sc_hd__mux2_4 | 1 | 15.01
sky130_fd_sc_hd__a21bo_2 | 1 | 10.01
sky130_fd_sc_hd__xnor2_1 | 1 | 8.760
sky130_fd_sc_hd__dfxtp_1 | 6 | 120.1
sky130_fd_sc_hd__mux2i_1 | 1 | 10.01
sky130_fd_sc_hd__edfxtp_1 | 4 | 120.1
sky130_fd_sc_hd__nand3b_1 | 1 | 7.510
sky130_fd_sc_hd__a21oi_1 | 1 | 5.000
==> per-layer routing <==
layer  vias to the layer above  part of all wire
met4                         0                 0
met2                         9              0.35
li1                        104                 -
met1                        91              0.50
met5                         -                 0
met3                         0              0.14
==> per-stage QoR <==
stage	cells	cell area, µm²	setup WS [ns]	util
final	83	516.7	0.1773	0.1513
after global routing	83	516.7	0.1100	0.1513
after CTS	83	516.7	0.1599	0.1513
after detailed placement	79	480.5	0.1486	0.1407
after global placement	79	480.5	0.1689	0.1407
after floorplan	27	362.8	0.5326	-
==> cell families after synthesis <==
group | Yosys count | synth area share
XOR/XNOR | 2 | 0.04983
adder cells (fa/ha/maj) | 1 | 0.03558
AND/OR/NAND/NOR | 6 | 0.1068
flip-flops | 10 | 0.6833
AND-OR/OR-AND | 2 | 0.04269
multiplexers | 2 | 0.07116
other | 1 | 0.01067
==> worst paths after layout <==
| kind | start | to | cells past startpoint |
|---|---|---|---|
| worst min-delay path | timer[3]$_DFFE_PP_ | flip-flop | 0 |
| worst max register to register | on$_DFF_P_ | timer[3]$_DFFE_PP_ | 2 |
| worst min register to register | timer[3]$_DFFE_PP_ | flip-flop | 0 |
| worst max-delay path | timer[2]$_DFFE_PP_ | timer[2] | 1 |
==> where the power goes <==
group          switching (µW)  leakage [µW]  internal, µW  total (µW)
Clock                    95.7     0.0000210           138         234
Combinational            32.0     0.0000881          72.7         105
Sequential               52.4     0.0000914           330         382
Total                     180      0.000200           541         721
==> area by class of cell <==
class	count	area, µm²
Sequential cell	10	240.2
Tap cell	46	57.56
Timing Repair Buffer	6	60.06
Multi-Input combinational cell	17	122.6
Clock buffer	4	36.28
Fill cell	395	2899
Power is estimated from default activity; no workload was simulated.
