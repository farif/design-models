==> /design/flow/design.v <==
module fifo(clk, rst, data_in, write_event, data_out, read_event, Q_FULL, Q_EMPTY);
    parameter MAX_SIZE = 5 - 1;
    parameter MAX_SIZE_LOG2 = $clog2(MAX_SIZE);
    input logic clk;
    input logic rst;
    input logic [7:0] data_in;
    input logic write_event;
    input logic read_event;
    output logic [7:0] data_out;
    output logic Q_EMPTY;
    output logic Q_FULL;
    logic [MAX_SIZE:0][7:0] fifo_queue;
    logic [MAX_SIZE_LOG2:0] head_ptr;
    always_ff @(posedge clk) begin
        if (!Q_FULL && write_event) begin 
            head_ptr <= head_ptr + 1'b1;
            fifo_queue[head_ptr] <= data_in;
        end
      	else if (!Q_EMPTY && read_event) begin 
            data_out <= fifo_queue[head_ptr];
            head_ptr <= head_ptr - 1'b1;
        end  
          else begin
             head_ptr <= head_ptr;
        end
    end
    always_ff @(posedge clk) begin
        if($countones(head_ptr) == MAX_SIZE) begin
            Q_FULL <= 1;
        end
        else if (head_ptr == 0) begin
            Q_EMPTY <= 1;
        end
	       else begin
             Q_FULL <= 0;
             Q_EMPTY <= 0;
        	end
    	end
endmodule
==> /design/flow/run.sh <==
#!/bin/bash
# OpenROAD 26Q1-2900-gdf79404cd8, Yosys 0.63+post, stock flow scripts
make -C /OpenROAD-flow-scripts/flow DESIGN_CONFIG=/design/flow/config.mk WORK_HOME=/design/flow/orfs finish
==> /design/flow/config.mk <==
export PLATFORM = sky130hd
export DESIGN_NAME = fifo
export DESIGN_NICKNAME = fifo
export VERILOG_FILES = /design/flow/design.v
export SDC_FILE = /design/flow/constraint.sdc
export NUM_CORES = 4
export LEC_CHECK = 1
export CORE_UTILIZATION = 40
==> /design/flow/constraint.sdc <==
current_design fifo

set clk_period 2.8
set clk_io_pct 0.2

create_clock -name clk0 -period $clk_period [get_ports {clk}]

set non_clock_inputs [all_inputs -no_clocks]
set_input_delay [expr $clk_period * $clk_io_pct] -clock clk0 $non_clock_inputs
set_output_delay [expr $clk_period * $clk_io_pct] -clock clk0 [all_outputs]
==> load_flow_metrics.sql <==
-- generated from flow reports
INSERT INTO impl_metrics (metric_group, metric, value, unit) VALUES
('yosys', 'async_reset_ff_share', '0', '%'),
('global_routing', 'grt_overflow_total', '0', ''),
('clocking', 'cts_num_sinks', '52', ''),
('yosys', 'synthesis.instances', '198', ''),
('drt', 'postRouteWirelength', '5760', 'um'),
('finish', 'area.growth.synth_to_final', '13.5', '%'),
('drt', 'dr_iter_0_viols', '144', ''),
('job', 'max_cap_violations', '0', ''),
('clocking', 'ctsLongestPathBuffers', '2', ''),
('sta', 'fin_hold_ws', '561', 'ps'),
('drt', 'vias', '1686', ''),
('clocking', 'cts_max_level', '2', ''),
('sta', 'setup_viol', '0', ''),
('job', 'tool_warnings', '27', ''),
('sta', 'final.period_utilization', '89.7', '%'),
('yosys', 'yosys_warnings', '1', ''),
('clocking', 'numCtsBuffers', '5', ''),
('power_and_ir_drop', 'peakVddDrop', '536', 'uV'),
('power_and_ir_drop', 'p_per_area', '969', 'nW/um^2'),
('floorplanning', 'die-width', '83.5', 'um'),
('sta', 'highest_attainable_clock_frequency', '398', 'MHz'),
('global_routing', 'global_route.usage.total', '18.4', '%'),
('critical_path', 'start_kind', 'register', ''),
('critical_path', 'crit_arrival', '2560', 'ps'),
('critical_path', 'crit_top_cell', 'sky130_fd_sc_hd__ha_1', ''),
('place', 'port_buffers', '19', ''),
('global_routing', 'grt_antenna_before_repair', '0', ''),
('global_routing', 'grt_start_max_net_pins', '43', ''),
('drt', 'avgRoutedWirePerCell', '19.4', 'um'),
('floorplanning', 'row_count', '29', ''),
('sta', 'maxSlewHeadroom', '53.2', '%'),
('clocking', 'cts.root.buffer_cell', 'sky130_fd_sc_hd__clkbuf_8', ''),
('finish', 'layout-drive-gt1-share', '15.5', '%'),
('drt', 'route.detailed.vias_per_inst', '5.68', ''),
('yosys', 'post_synth_instance_area', '2660', 'sq um'),
('floorplanning', 'chip_area', '6970', 'sq um'),
('finish', 'final-instance-count-excl-fill', '297', ''),
('critical_path', 'ws_path_type', 'reg -> reg', ''),
('global_routing', 'grt_pass1_wl', '9090', 'um'),
('yosys', 'count_of_flip_flops_with_a_built_in_enable_after_synthesis', '51', ''),
('place', 'dp_hpwl', '3670', 'um'),
('yosys', 'synth_top_flop_cell', 'sky130_fd_sc_hd__edfxtp_1', ''),
('power_and_ir_drop', 'total_leakage_power', '1.13', 'nW'),
('sta', 'period_minus_slack', '2510', 'ps'),
('finish', 'logic_area', '1020', 'sq um'),
('floorplanning', 'die.size.y', '83.5', 'um'),
('critical_path', 'critical-path-max-stage-delay', '790', 'ps'),
('finish', 'seqCellArea', '1550', 'sq um'),
('finish', 'final_util', '47.2', '%'),
('place', 'final_weighted_congestion_in_routability_driven_placement', '0.802', ''),
('drt', 'n_antenna_cell', '0', ''),
('finish', 'final.fill_count', '589', ''),
('outcome', 'outcome', 'finished, final reports clean', ''),
('yosys', 'synthDistinctLibCells', '36', ''),
('clocking', 'hold_buffers', '0', ''),
('sta', 'tightest_slew', '700', 'ps'),
('global_routing', 'first_global_vias', '1653', ''),
('yosys', 'yosys_area', '2660', 'sq um'),
('clocking', 'post_cts_resize_count', '0', ''),
('critical_path', 'worstPathMaxFanout', '8', ''),
('floorplanning', 'floorplan.initialDensity', '41.6', '%'),
('sta', 'max_slew_violation_count', '0', ''),
('yosys', 'flops_out_of_synthesis', '52', ''),
('worst_hold_path', 'hold_path.class', 'reg -> reg', ''),
('clocking', 'clock_latency_reported_for_the_late_side_of_the_worst_skew_pair', '300', 'ps'),
('drt', 'drt.antenna.violating_nets', '0', ''),
('critical_path', 'cp_slowest_cell', 'sky130_fd_sc_hd__or4b_2', ''),
('sta', 'timing.clock.skew', '9.54', 'ps'),
('floorplanning', 'fp.coreArea', '6390', 'sq um'),
('critical_path', 'worst_setup_path_end_kind', 'register', ''),
('clocking', 'post-cts-setup-buffers', '0', ''),
('yosys', 'synth.yosys.seq_area_share', '58.4', '%'),
('clocking', 'clk_pin_slew_worst_paths', '90', 'ps'),
('yosys', 'syn_area_per_cell', '13.4', 'sq um'),
('sta', 'tns', '0', 'ps'),
('sta', 'rsz_0062_raised_after_global_routing', 'false', ''),
('critical_path', 'cell_chain_of_the_critical_path', 'inv_1 -> ha_1 -> ha_1 -> inv_1 -> ha_1 -> nand2_1 -> or4b_2 -> o2bb2ai_1', ''),
('sta', 'final-hold-violation-count', '0', ''),
('clocking', 'tritoncts', 'done', ''),
('yosys', 'yosys_cells', '198', ''),
('drt', 'route.detailed.drc', '0', ''),
('drt', 'first_pass_iters', '4', ''),
('floorplanning', 'boundary_pin_count', '22', ''),
('place', 'post-place-cells', '290', ''),
('critical_path', 'cp_data_required_time', '2850', 'ps');
-- power breakdown --
part	switching, mW	internal (mW)
registers	0.0958	1.18
clock network	0.237	0.170
logic	0.687	0.553
total	1.02	1.90
-- path summary, 6_finish.rpt --
kind                               startpoint        endpoint  slack, ps  depth (start not counted)
worst max-delay path              head_ptr[0]  fifo_queue[17]        290                          8
worst min register to register  fifo_queue[9]   fifo_queue[9]        560                          2
worst max register to register    head_ptr[0]  fifo_queue[17]        290                          8
worst min-delay path            fifo_queue[9]   fifo_queue[9]        560                          2
-- synthesized netlist by cell type (4+ instances only) --
cell type                   number  share of area (%)
sky130_fd_sc_hd__clkbuf_1        7               0.99
sky130_fd_sc_hd__mux2_2          8                3.4
sky130_fd_sc_hd__edfxtp_1       51                 58
sky130_fd_sc_hd__mux2i_1         8                3.0
sky130_fd_sc_hd__inv_1           5               0.71
sky130_fd_sc_hd__mux2_4          8                4.5
sky130_fd_sc_hd__nor2b_1         7                1.6
sky130_fd_sc_hd__or4_1           4                1.1
sky130_fd_sc_hd__o21ai_0        10                1.9
sky130_fd_sc_hd__a221o_1         5                1.9
sky130_fd_sc_hd__ha_1            4                1.9
sky130_fd_sc_hd__nand2_1        14                2.0
sky130_fd_sc_hd__o2bb2ai_1      16                5.3
sky130_fd_sc_hd__nand2b_1       11                2.6
sky130_fd_sc_hd__nor2_1         10                1.4
sky130_fd_sc_hd__a22o_1          7                2.3
-- registers in the layout, indices dropped and copies added (netlist names) --
name,flops
data_out,8
fifo_queue,40
head_ptr,3
Q_EMPTY,1
-- cell usage in the layout, fill, tap and decap left out, drive strengths merged, types with 4 or more instances in the layout --
| cell type | synthesis | final |
|---|---|---|
| edfxtp | 51 | 51 |
| clkdlybuf4s50 | 0 | 18 |
| o2bb2ai | 16 | 16 |
| mux2 | 16 | 16 |
| nand2 | 14 | 14 |
| nand2b | 11 | 11 |
| nor2 | 10 | 10 |
| o21ai | 10 | 10 |
| buf | 5 | 9 |
| mux2i | 8 | 8 |
| nor2b | 7 | 7 |
| a22o | 7 | 7 |
| inv | 5 | 5 |
| a221o | 5 | 5 |
| clkbuf | 7 | 5 |
| or4 | 4 | 4 |
| ha | 4 | 4 |
-- metrics by stage --
step | power (mW) | instance area, sq um | setup slack [ps]
global placement | 2.51 | 2930 | 311
detailed placement | 2.52 | 2930 | 287
floorplan | 2.12 | 2660 | 139
finish | 2.92 | 3020 | 290
CTS | 2.93 | 3020 | 283
global route | 3.11 | 3020 | 164
-- logic make-up after synthesis --
group / share of synthesized area (%)
simple gates: 11.5
flops: 58.4
compound gates: 12.6
mux: 10.9
buf+inv: 3.11
fa+ha+maj: 2.64
xor+xnor: 0.660
other cells: 0.141
-- worst max-delay path: cells and delay by family (launching register included) --
kind                     cells  cell delay [ps]
AND/OR/NAND/NOR              2              860
AND-OR/OR-AND                1              190
buffers and inverters        2              180
adder cells (fa/ha/maj)      3              680
flip-flops                   1              360
-- metal layers --
| metal | routed length, um | up-vias | part of all wire (%) | GRT usage (%) |
|---|---|---|---|---|
| met3 | 397 | 8 | 6.9 | 5.62 |
| li1 | - | 806 | - | - |
| met4 | 55 | 0 | 0.95 | 1.85 |
| met2 | 2600 | 48 | 45 | 27.0 |
| met5 | 0 | - | 0 | 0 |
| met1 | 2720 | 824 | 47 | 30.5 |
-- cell type report --
type                       count  share of cell area (%)
sequential                    52                    51.5
multi-input combinational    129                    33.9
timing repair buffer          27                    8.13
tap                           77                    3.20
clock buffer                   5                    2.28
inverter                       5                   0.622
clock inverter                 2                   0.415
Power and IR drop assume default switching activity.
